$ cat run.sh
#!/bin/bash
# OpenROAD 26Q1-2900-gdf79404cd8, Yosys 0.63+post, stock flow scripts
make -C /OpenROAD-flow-scripts/flow DESIGN_CONFIG=/design/flow/config.mk WORK_HOME=/design/flow/orfs finish
$ cat config.mk
export PLATFORM = sky130hd
export DESIGN_NAME = RISC_8bit
export DESIGN_NICKNAME = RISC_8bit
export VERILOG_FILES = /design/flow/design.v
export SDC_FILE = /design/flow/constraint.sdc
export NUM_CORES = 4
export LEC_CHECK = 1
export CORE_UTILIZATION = 30
$ cat constraint.sdc
current_design RISC_8bit

set clk_period 11.0
set clk_io_pct 0.2

create_clock -name clk0 -period $clk_period [get_ports {clk}]

set non_clock_inputs [all_inputs -no_clocks]
set_input_delay [expr $clk_period * $clk_io_pct] -clock clk0 $non_clock_inputs
set_output_delay [expr $clk_period * $clk_io_pct] -clock clk0 [all_outputs]
$ cat design.v
`timescale 1ns / 1ps
module ALU( input  [7:0] a, 
 input  [7:0] b,  
 input  [1:0] select, 
 output reg [7:0] Operation,  
 output zero
    );
always @(*)
begin 
 case(select)
 2'b00: Operation = a + b; 
 2'b01: Operation = a - b; 
 2'b10: Operation = ~a;
 default:Operation = a + b;
 endcase
end
assign zero = (Operation==8'd0) ? 1'b1: 1'b0;
endmodule
`timescale 1ns / 1ps
module Control_Unit(input[2:0] opcode,
      output reg[1:0] output_ALU,
      output reg jump_neq,  
		output reg rom_read,rom_write,  
		output reg alu_select,sel_dst_reg,rom_to_reg,write_reg,  
		output reg write_strobe,read_strobe   
    );
always @(*)
begin
 case(opcode) 
  3'b000:  
   begin
	 write_strobe = 1'b0;
	 read_strobe = 1'b1;
	 sel_dst_reg = 1'b1;
    alu_select = 1'b0;
    rom_to_reg = 1'b0;
    write_reg = 1'b0;
    rom_read = 1'b0;
    rom_write = 1'b0;
    jump_neq = 1'b0;
    output_ALU = 2'b10;
	end
  3'b001:  
   begin
	 write_strobe = 1'b1;
	 read_strobe = 1'b0;
	 sel_dst_reg = 1'b0;
    alu_select = 1'b0;
    rom_to_reg = 1'b0;
    write_reg = 1'b1;
    rom_read = 1'b0;
    rom_write = 1'b0;
    jump_neq = 1'b0;
    output_ALU = 2'b10;
	end
 3'b010:   
   begin
	 write_strobe = 1'b0;	 
	 read_strobe = 1'b0;
    sel_dst_reg = 1'b0;
    alu_select = 1'b1;
    rom_to_reg = 1'b1;
    write_reg = 1'b1;
    rom_read = 1'b1;
    rom_write = 1'b0;
    jump_neq = 1'b0;
    output_ALU = 2'b10;  
   end
 3'b011:   
   begin
    write_strobe = 1'b0;	 
	 read_strobe = 1'b0;
    sel_dst_reg = 1'b0;
    alu_select = 1'b1;
    rom_to_reg = 1'b0;
    write_reg = 1'b0;
    rom_read = 1'b0;
    rom_write = 1'b1;
    jump_neq = 1'b0;
    output_ALU = 2'b10;
   end
 3'b100:   
   begin
    write_strobe = 1'b0;	 
	 read_strobe = 1'b0;
    sel_dst_reg = 1'b1;
    alu_select = 1'b0;
    rom_to_reg = 1'b0;
    write_reg = 1'b1;
    rom_read = 1'b0;
    rom_write = 1'b0;
    jump_neq = 1'b0;
    output_ALU = 2'b00;
   end
 3'b101:   
   begin
	 write_strobe = 1'b0;	 
	 read_strobe = 1'b0;
    sel_dst_reg = 1'b1;
    alu_select = 1'b0;
    rom_to_reg = 1'b0;
    write_reg = 1'b1;
    rom_read = 1'b0;
    rom_write = 1'b0;
    jump_neq = 1'b0;
    output_ALU = 2'b00;
   end
 3'b110:   
   begin
    write_strobe = 1'b0;	 
	 read_strobe = 1'b0;
    sel_dst_reg = 1'b1;
    alu_select = 1'b0;
    rom_to_reg = 1'b0;
    write_reg = 1'b1;
    rom_read = 1'b0;
    rom_write = 1'b0;
    jump_neq = 1'b0;
    output_ALU = 2'b00;
   end
 3'b111:   
   begin
	 write_strobe = 1'b0;
    read_strobe = 1'b0;	
    sel_dst_reg = 1'b0;
    alu_select = 1'b0;
    rom_to_reg = 1'b0;
    write_reg = 1'b0;
    rom_read = 1'b0;
    rom_write = 1'b0;
    jump_neq = 1'b1;
    output_ALU = 2'b01; 
   end
 default: begin
 	 write_strobe = 1'b0;
	 read_strobe = 1'b0;
    sel_dst_reg = 1'b1;
    alu_select = 1'b0;
    rom_to_reg = 1'b0;
    write_reg = 1'b1;
    rom_read = 1'b0;
    rom_write = 1'b0;
    jump_neq = 1'b0;
    output_ALU = 2'b00;
   end
 endcase
 end
endmodule
`timescale 1ns / 1ps
module Data_Memory(
 input clk,
 input [7:0]   rom_address,
 input [7:0]   rom_write_data,
 input rom_write,
 input rom_read,
 output [7:0]  rom_data
    );
 reg [7:0] memory [7:0];
wire [2:0] location=rom_address[2:0];
initial
 begin
 memory [0] = 8'b00001010;
 memory [1] = 8'b11111111;
 memory [2] = 8'b00000001;
 memory [3] = 8'b00000001;
 memory [4] = 8'b00000000;
 memory [5] = 8'b00000000;
 memory [6] = 8'b00000000;
 memory [7] = 8'b00000000;
 end
 always @(posedge clk) begin
  if (rom_write)
   memory[location] <= rom_write_data;
 end
 assign rom_data = (rom_read==1'b1) ? memory[location]: 8'd0; 
endmodule
`timescale 1ns / 1ps
module Datapath_Unit(
 input clk,
 input jump_neq,write_strobe,read_strobe,rom_read,rom_write,alu_select,sel_dst_reg,rom_to_reg,write_reg,
 input[1:0] output_ALU,
 output[2:0] opcode,
 output[7:0] output_port,
 input [7:0] input_port
    );
 wire [1:0] ALU_rep;
 wire [7:0] ALU_result;
 wire zero_flag;
 wire [15:0] PC_2jne,PC_jne;
 wire [12:0] jump_offset;
 wire [7:0] rom_data;
 wire [2:0] dest_reg,input_addr_reg1,input_addr_reg2;
 wire [7:0] dest_reg_data,dest_reg_data2,input_data_reg1,input_data_reg2;
 reg  [15:0] pc_current;
 wire [15:0] pc_next,pc2_next,instruction,extend,register2;
 initial begin
  pc_current <= 16'd0;
 end
 always @(posedge clk)
 begin 
   pc_current <= pc_next;
 end
 assign pc2_next = pc_current + 16'd2;
 assign opcode = instruction[15:13];
 Instruction_Memory ROM_INSTRUCTION(.pc(pc_current),.instruction(instruction));
  Data_Memory ROM_DATA
  (
   .clk(clk),.rom_address(ALU_result),.rom_write_data(input_data_reg2),
	.rom_write(rom_write),.rom_read(rom_read),.rom_data(rom_data)
  );
 control2 ALU_CONTROL(.ALUOpcodeX(output_ALU),.Opcode(instruction[15:13]),.ALU_rep(ALU_rep));
 ALU ALU(.a(input_data_reg1),.b(register2),.select(ALU_rep),.Operation(ALU_result),.zero(zero_flag));
 assign dest_reg = (sel_dst_reg==1'b1) ? instruction[5:3] :instruction[8:6];
 assign input_addr_reg1 = instruction[11:9];
 assign input_addr_reg2 = instruction[8:6];
 assign PC_jne = pc2_next + {extend[14:0],1'b0};
 assign jne_control = jump_neq & (~zero_flag);
 assign pc_next = (jne_control==1'b1) ? PC_jne : pc2_next;
 assign extend = {{10{instruction[5]}},instruction[5:0]};  
 assign register2 = (alu_select==1'b1) ? extend : input_data_reg2;
 assign dest_reg_data = (rom_to_reg == 1'b1)?  rom_data: ALU_result;
 Register REGISTERS
 (
  .clk(clk),.write_reg(write_reg),.dest_reg(dest_reg),.dest_reg_data(dest_reg_data),.dest_reg_data2(dest_reg_data2),
  .input_addr_reg1(input_addr_reg1),.input_data_reg1(input_data_reg1),.input_addr_reg2(input_addr_reg2),.input_data_reg2(input_data_reg2),
  .read_strobe(read_strobe)
 );
 assign output_port = (write_strobe == 1'b1)? input_data_reg1: 8'b00000000;
 assign dest_reg_data2 = (read_strobe == 1'b1)? input_port : 8'b00000000;
endmodule
`timescale 1ns / 1ps
module Instruction_Memory(
 input[15:0] pc,
 output[15:0] instruction
    );
reg [15:0] memory [9:0];
 wire [3 : 0] location = pc[4 : 1];
 initial
 begin
 memory [0] = 16'b0100010001000010;   
 memory [1] = 16'b0100010011000001;   
 memory [2] = 16'b0100010100000011;  
 memory [3] = 16'b0100010101000100;  
 memory [4] = 16'b0000000000000000;  
 memory [5] = 16'b1000001011001000;  
 memory [6] = 16'b1010001011011000;  
 memory [7] = 16'b1010000100000000;  
 memory [8] = 16'b1110000101111100;  
 memory [9] = 16'b0010001000000000;  
 end
 assign instruction =  memory[location]; 
endmodule
`timescale 1ns / 1ps
module RISC_8bit(input clk , output reg[7:0] led , input [7:0] sw
    );
wire jump_neq,rom_read,rom_write,alu_select,sel_dst_reg,rom_to_reg,write_reg,write_strobe,read_strobe;
 wire[1:0] output_ALU;
 wire [2:0] opcode;
 wire [7:0] output_port;
 reg [7:0] input_port;
 initial
 begin
 input_port <= 8'b0;
 led <= 8'b0;
 end
 always @ (posedge clk) begin
 input_port <= sw;
 end
  Control_Unit Control_Path
 ( 
  .opcode(opcode),
  .output_ALU(output_ALU),
  .sel_dst_reg(sel_dst_reg),
  .rom_to_reg(rom_to_reg),
  .write_reg(write_reg),
  .jump_neq(jump_neq),
  .rom_read(rom_read),
  .rom_write(rom_write),
  .alu_select(alu_select),
  .write_strobe(write_strobe),
  .read_strobe(read_strobe)
 );
 Datapath_Unit Data_Path
 (
  .clk(clk),
  .opcode(opcode),
  .output_port(output_port),
  .input_port(input_port),
  .write_strobe(write_strobe),
  .read_strobe(read_strobe),
  .rom_read(rom_read),
  .rom_write(rom_write),
  .alu_select(alu_select),
  .sel_dst_reg(sel_dst_reg),
  .rom_to_reg(rom_to_reg),
  .write_reg(write_reg),
  .jump_neq(jump_neq),
  .output_ALU(output_ALU)
 );
 always @ (posedge clk) begin
 if (write_strobe == 1'b1) begin
 led <= output_port;
 end
 end
endmodule
`timescale 1ns / 1ps
module Register(
  input clk,
  input    write_reg,
  input  [2:0] dest_reg,
  input  [7:0] dest_reg_data,
  input  [7:0] dest_reg_data2,
  input  [2:0] input_addr_reg1,
  output  [7:0] input_data_reg1,
  input  [2:0] input_addr_reg2,
  output  [7:0] input_data_reg2,
  input read_strobe
    );
  integer i;
  reg [7:0] reg_memory [7:0];
 initial begin
  for(i=0;i<8;i=i+1)
   reg_memory[i] <= 8'd0;
 end
 always @ (posedge clk ) begin
   if(write_reg) begin
    reg_memory[dest_reg] <= dest_reg_data;
   end
	else if(read_strobe) begin
	reg_memory[dest_reg] <= dest_reg_data2;
	end
 end
 assign input_data_reg1 = reg_memory[input_addr_reg1];
 assign input_data_reg2 = reg_memory[input_addr_reg2];
endmodule
`timescale 1ns / 1ps
module control2(ALU_rep, ALUOpcodeX, Opcode);
output reg[1:0] ALU_rep;
 input [1:0] ALUOpcodeX;
 input [2:0] Opcode;
 wire [5:0] select;
 assign select = {ALUOpcodeX,Opcode};
 always @(select)
 casex (select)
   5'b00100: ALU_rep=2'b00;
   5'b00101: ALU_rep=2'b01;
   5'b00110: ALU_rep=2'b10;
   5'b10xxx: ALU_rep=2'b00;
   5'b01xxx: ALU_rep=2'b01;
  default: ALU_rep=2'b00;
  endcase
endmodule
==> impl_metrics.csv <==
group,metric,value,unit
power,power_density,138.9,nW/µm²
min_path,hold_path.class,"register to register",
clocking,cts_setup_buffers,0,
yosys,synth_flop_count,148,
critical_path,startpoint_type,"register",
yosys,yosys_most_used_dff,"edfxtp_1",
timing,report.final.slew_viol_count,0,
power,p_total,1181,µW
clocking,cts_buffers,17,
timing,final.min_clock_period,7.070,ns
clocking,hold_buffers,0,
placed_design,gp_congestion,0.9230,
critical_path,critPathCaptureType,"register",
power,p_leak,0.003352,µW
yosys,top_cells_by_area,"edfxtp_1 (56%), mux2i_1 (5.0%), ha_1 (4.0%), dfxtp_1 (3.3%), mux4_2 (3.1%)",
placed_design,dpl.hpwl,12300,µm
final_layout,layout.cells.most_common,"edfxtp_1",
yosys,synthDistinctLibCells,61,
timing,finalSetupTns,0,ns
routing,via_per_inst,5.162,
placed_design,io_buffers,16,
timing,tightestPinTransition,1.237,ns
final_layout,fillers,2238,
critical_path,cp.arrival,7.11,ns
yosys,syn_inst,561,
timing,hold_violations,0,
clocking,clock_sinks,148,
die,num_rows,56,
routing,n_antenna_cell,0,
routing,drc_errors,0,
routing,drt-initial-drc-count,397,
timing,finalClockPeriodUsage,64.27,%
clocking,clkSlewWorstSetupHoldPaths,0.06,ns
die,io_pins,17,
final_layout,logic_area,2706,µm²
yosys,yosysWarnings,10,
clocking,clkLatencyLatePin,0.42,ns
die,die_x,157.4,µm
die,die_area,24760,µm²
power,irDropWorstVdd,0.00009477,V
global_route,track_usage,15.62,%
clocking,cts-htree-levels,4,
timing,rsz0062_at_grt,"no",
yosys,synth.cell_area,7241,µm²
critical_path,crit_fanout,37,
global_route,grt_pass1_wl,27120,µm
routing,wl_per_cell,19.10,µm
timing,finClkSkew,0.009062,ns
routing,wirelength,17760,µm
yosys,top_area_share,56.40,%
run,warnings,34,
yosys,ys_cells,561,
final_layout,ff_latch_area,4324,µm²
clocking,cts_root_buffer,"clkbuf_16",
yosys,synth-edff-count,136,
final_layout,layout-drive-gt1-share,15.22,%
routing,vias,4801,
global_route,grt_max_degree,38,
clocking,cts_resized,0,
yosys,yosysTopAreaCell,"edfxtp_1",
yosys,syn_avg_cell_area,12.91,µm²
final_layout,syn_to_final_growth,17.47,%
die,fp.dieH,157.4,µm
yosys,synth_async_sr_flop_share,0,%
timing,max_slew_margin,16.81,%
clocking,tritoncts,"built",
timing,max_freq,141.4,MHz
die,fp.coreArea,23540,µm²
yosys,yosysChipArea,7241,µm²
run,drv_cap,0,
routing,final_antenna_net_count,0,
global_route,antenna_found_initial,0,
timing,setup_viol,0,
global_route,overflow,0,
routing,drt_pass1_iterations,9,
critical_path,required,11.04,ns
outcome,status,"complete, no violations",
clocking,cts_max_path_buffers,2,
critical_path,criticalPathCategory,"register to register",
final_layout,lay_top_cells,"edfxtp_1 (136), nor2_1 (49), mux2i_1 (35)",
die,initial_core_util,30.76,%
global_route,grt_pass1_vias,4741,
yosys,ys_seq_share,59.72,%
[path summary, 6_finish.rpt]
path,start,endpoint,slack [ns],cells past startpoint
setup reg to reg,Data_Path.pc_current[1]$_DFF_P_,Data_Path.REGISTERS.reg_memory[0][7]$_DFFE_PP_,3.93,20
hold / removal,input_port[5]$_DFF_P_,Data_Path.REGISTERS.reg_memory[3][5]$_DFFE_PP_,0.69,2
hold reg to reg,input_port[5]$_DFF_P_,Data_Path.REGISTERS.reg_memory[3][5]$_DFFE_PP_,0.69,2
setup / recovery,Data_Path.pc_current[1]$_DFF_P_,Data_Path.REGISTERS.reg_memory[0][7]$_DFFE_PP_,3.93,20
[cells in the mapped netlist (all sizes together) (7+ instances only)]
library cell    n
or2             7
mux2i          37
a211oi          9
nor2           49
mux2            9
edfxtp        136
o21a           11
o21ai          26
nor3           15
clkbuf         16
o221ai         10
nand2          34
mux4           10
buf            15
a31oi          15
ha             23
dfxtp          12
nand3           9
a21oi          20
inv            20
[layer usage]
| layer | vias to the layer above | track usage [%] | share of wire (%) |
|---|---|---|---|
| li1 | 2223 | - | - |
| met1 | 2288 | 20.78 | 41 |
| met2 | 262 | 22.27 | 44 |
| met3 | 28 | 9.728 | 13 |
| met4 | 0 | 3.190 | 2.0 |
| met5 | - | 0 | 0 |
[area by class of cell]
cell class                 count  share of cell area [%]
clock inverter                12                   1.839
tap                          319                   4.693
sequential                   148                   50.84
inverter                      20                  0.8826
clock buffer                  20                   5.134
multi-input combinational    362                   31.82
timing repair buffer          49                   4.796
[per-stage QoR]
step | area, µm² | hold WS (ns) | setup slack [ns] | utilization (%) | cells
finish | 8506 | 0.6912 | 3.930 | 36.13 | 930
floorplan | 7241 | 0.5598 | 5.480 | - | 561
detailed placement | 7913 | 0.6708 | 4.102 | 33.61 | 898
global route | 8506 | 0.7313 | 3.462 | 36.13 | 930
global placement | 7913 | 0.6660 | 4.224 | 33.61 | 898
CTS | 8506 | 0.6891 | 4.043 | 36.13 | 930
[kinds of logic (layout without fill, tap and decap cells)]
kind of cell / Yosys count / in the layout / synth area share (%)
adders and majority gates: 25 / 25 / 4.527
xor gates and xnor gates: 8 / 8 / 1.158
muxes: 56 / 56 / 9.902
AOI/OAI and AO/OA: 127 / 127 / 11.89
and+or+nand+nor: 146 / 146 / 9.625
DFF: 148 / 148 / 59.72
buffers and inverters: 51 / 101 / 3.180
[power breakdown]
part	internal, µW	switching [µW]
logic	2.48	0.430
registers	606	0.719
clock network	356	214
total	965	216
[flip-flops by register name, summed over array words and instances (netlist names)]
signal / count
Data_Path.ROM_DATA.memory: 64
Data_Path.pc_current: 4
led: 8
input_port: 8
Data_Path.REGISTERS.reg_memory: 64
[critical path: stages (launching register included)]
cell	delay, ns
dfxtp_1	0.62
inv_1	0.21
ha_1	0.62
mux2i_1	0.26
nor2_1	0.15
buf_4	0.23
mux4_2	0.51
a22oi_1	0.31
a21oi_1	0.18
inv_1	0.10
ha_1	0.23
mux2i_1	0.23
fa_1	0.45
nand2_1	0.13
o21ai_4	0.06
buf_4	0.30
mux2i_1	0.19
mux4_2	0.49
a21oi_1	0.23
o41ai_1	0.12
o31ai_1	1.03
Power figures rest on the tool's default switching activity, not on a simulated workload.
